==> design.v <==
`timescale 1ns / 1ps
module  pdu(
  input clk,
  input rst,
  input run, 
  input step,
  output clk_cpu,
  input valid,
  input [4:0] in,
  output [1:0] check,   
  output [4:0] out0,     
  output [2:0] an,      
  output [3:0] seg,
  output ready,           
  input [7:0] io_addr,
  input [31:0] io_dout,
  input io_we,
  output [31:0] io_din,
  output reg[7:0] m_rf_addr,
  input [31:0] rf_data,
  input [31:0] m_data,
  input [31:0] pcin, pc, pcd, pce,
  input [31:0] ir, imm, mdr,
  input [31:0] a, b, y, bm, yw,
  input [4:0]  rd, rdm, rdw,
  input [31:0] ctrl, ctrlm, ctrlw  
);
reg [4:0] in_r, in_2r;     
reg run_r, step_r, step_2r, valid_r, valid_2r;
wire step_p, valid_pn;     
wire pre_pn,next_pn;       
reg clk_cpu_r;       
reg [4:0] out0_r;    
reg [31:0] out1_r;
reg ready_r;
reg [19:0] cnt;      
reg [1:0] check_r;   
reg [7:0] io_din_a;  
reg [4:0] out0_a;
reg [31:0] out1_a;
reg [3:0] seg_a;
reg [4:0] cnt_m_rf;      
reg [1:0] cnt_ah_plr;    
reg [2:0] cnt_al_plr;    
wire [4:0] addr_plr ;  
reg [31:0] plr_data;   
assign clk_cpu = clk_cpu_r;
assign io_din = io_din_a;
assign check = check_r;
assign out0 = out0_a;
assign ready = ready_r;
assign seg = seg_a;
assign an = cnt[19:17];
assign step_p = step_r & ~step_2r;      
assign valid_pn = valid_r ^ valid_2r;   
assign pre_pn =in_r[1] ^in_2r[1];       
assign next_pn =in_r[0] ^in_2r[0];      
always @(posedge clk) begin
  run_r <= run;
  step_r <= step;
  step_2r <= step_r;
  valid_r <= valid;
  valid_2r <= valid_r;
  in_r <= in;   
  in_2r <= in_r;     		 
end
always @(posedge clk, posedge rst) begin
  if(rst)
    clk_cpu_r <= 0;
  else if (run_r)
    clk_cpu_r <= ~clk_cpu_r;
  else
    clk_cpu_r <= step_p;
end
always @* begin
  case (io_addr)
    8'h0c: io_din_a = {{27{1'b0}}, in_r};
    8'h10: io_din_a = {{31{1'b0}}, valid_r};
    default: io_din_a = 32'h0000_0000;
  endcase
end
always @(posedge clk, posedge rst) begin
if (rst) begin
  out0_r <= 5'h1f;
  out1_r <= 32'h1234_5678;
  ready_r <= 1'b1;
end
else if (io_we)
  case (io_addr)
    8'h00: out0_r <= io_dout[4:0];
    8'h04: ready_r <= io_dout[0];
    8'h08: out1_r <= io_dout;
    default: ;
  endcase
end
always @(posedge clk, posedge rst) begin
  if (rst) cnt_m_rf <= 5'b0_0000;
  else if (step_p)
	cnt_m_rf <= 5'b0_0000;
  else if (next_pn)
	cnt_m_rf <= cnt_m_rf + 5'b0_0001;
  else if (pre_pn)
	cnt_m_rf <= cnt_m_rf - 5'b0_0001;
end
always @(posedge clk, posedge rst) begin
  if (rst) cnt_ah_plr <= 2'b00;
  else if (step_p)
    cnt_ah_plr <= 2'b00;
  else if (pre_pn)
	cnt_ah_plr <= cnt_ah_plr + 2'b01;
end
always @(posedge clk, posedge rst) begin
  if (rst) cnt_al_plr <= 3'b000;
  else if (step_p)
	cnt_al_plr <= 3'b000;
  else if (next_pn)
	if (cnt_ah_plr==2'b01)
		if (cnt_al_plr == 3'b101)
			cnt_al_plr <= 3'b000;
		else cnt_al_plr <= cnt_al_plr + 3'b001;
	else begin
		cnt_al_plr [2] = 1'b0;
		cnt_al_plr [1:0] <= cnt_al_plr[1:0] + 2'b01; 
	end
end
assign  addr_plr = {cnt_ah_plr,cnt_al_plr};   
always @(*) begin
  case (check_r[1])
    1'b0: 
	  m_rf_addr = {3'b000,cnt_m_rf};
    1'b1:
	  m_rf_addr = {in_r[4:2],cnt_m_rf};   
  endcase
end
always @(*)begin
  case (cnt_ah_plr)
  2'b00:
      case (cnt_al_plr[1:0])
      2'b00: plr_data = pc;
      2'b01: plr_data = pcd;
      2'b10: plr_data = ir;
      2'b11: plr_data = pcin;
      endcase
   2'b01:
   begin
      case (cnt_al_plr)
      3'b000: plr_data = pce;
      3'b001: plr_data = a;
      3'b010: plr_data = b;
      3'b011: plr_data = imm;
      3'b100: plr_data = {{27{1'b0}},rd};
      3'b101: plr_data = ctrl;
      default: plr_data = pce;
      endcase
    end
    2'b10:
      case (cnt_al_plr[1:0])
      2'b00: plr_data = y;
      2'b01: plr_data = bm;
      2'b10: plr_data = {{27{1'b0}},rdm};
      2'b11: plr_data = ctrlm;
      endcase
    2'b11:
      case (cnt_al_plr[1:0])
      2'b00: plr_data = yw;
      2'b01: plr_data = mdr;
      2'b10: plr_data = {{27{1'b0}},rdw};
      2'b11: plr_data = ctrlw;
      endcase
    endcase
end
always @(posedge clk, posedge rst) begin
if(rst)
    check_r <= 2'b00;            
  else if(run_r)
    check_r <= 2'b00;
  else if (step_p)
    check_r <= 2'b00;
  else if (valid_pn)
    check_r <= check - 2'b01;
end
always @(*)begin
  case (check_r)
    2'b00: begin
      out0_a = out0_r;
      out1_a = out1_r;
    end
    2'b01: begin
      out0_a = cnt_m_rf;
      out1_a = rf_data;
    end
    2'b10: begin
      out0_a = cnt_m_rf;
      out1_a = m_data;
    end
    2'b11: begin
      out0_a = addr_plr;
      out1_a = plr_data;                 
    end
  endcase
end
always @(posedge clk, posedge rst) begin
  if (rst) cnt <= 20'h0_0000;
  else cnt <= cnt + 20'h0_0001;
end
always @* begin
  case (an)
    3'd0: seg_a = out1_a[3:0];
    3'd1: seg_a = out1_a[7:4];
    3'd2: seg_a = out1_a[11:8];
    3'd3: seg_a = out1_a[15:12];
    3'd4: seg_a = out1_a[19:16];
    3'd5: seg_a = out1_a[23:20];
    3'd6: seg_a = out1_a[27:24];
    3'd7: seg_a = out1_a[31:28];
    default: ;
  endcase
end
endmodule
==> run.sh <==
#!/bin/bash
# OpenROAD 26Q1-2900-gdf79404cd8, Yosys 0.63+post, stock flow scripts
make -C /OpenROAD-flow-scripts/flow DESIGN_CONFIG=/design/flow/config.mk WORK_HOME=/design/flow/orfs finish
==> config.mk <==
export PLATFORM = sky130hd
export DESIGN_NAME = pdu
export DESIGN_NICKNAME = pdu
export VERILOG_FILES = /design/flow/design.v
export SDC_FILE = /design/flow/constraint.sdc
export NUM_CORES = 4
export LEC_CHECK = 1
export CORE_AREA = 10 10 260 260
export DIE_AREA = 0 0 270 270
==> constraint.sdc <==
current_design pdu

set clk_period 9.1
set clk_io_pct 0.2

create_clock -name clk0 -period $clk_period [get_ports {clk}]

set non_clock_inputs [all_inputs -no_clocks]
set_input_delay [expr $clk_period * $clk_io_pct] -clock clk0 $non_clock_inputs
set_output_delay [expr $clk_period * $clk_io_pct] -clock clk0 [all_outputs]
==> results.txt <==
run metrics: status complete, no violations, slowest cell delay on critical path 0.98 ns, Worst EP required 7.28 ns, Leak 0.00569 uW, M1 wire length 30400 um, clock tree from TritonCTS yes, die area 72900 um^2, CTS clock-pin slew for the worst setup and hold paths 0.06 ns, Core Box Area 61800 um^2, WL/cell 30.9 um, Synth Instances 1034, CP cell instances clkdlybuf4s50_1 -> mux2_2 -> a222oi_1 -> o21ai_0 -> a2111oi_0 -> buf_4 -> o21ai_0 -> o211ai_1 -> a31oi_1 -> clkdlybuf4s50_1, fraction of power consumed by the clock network 16.6%, Late-Pin Clk Latency 0.37 ns, reg2reg end cnt_m_rf[4], switching part of the total 47.9%, Seq share, synth 24.5%, antenna violations before repair 38, Worst R2R Setup Slack 7.13 ns, critical path capture point type output pin, Pwr Total 2370 uW, antenna viol nets, final 0, net load switching power 1130 uW, FF-to-FF Start in_r[0], Achievable Freq 0.142 GHz, PD cells 148 nW/um^2, Post-Route Skew 0.00920 ns, min Tclk post-route 7.05 ns, crit path buf inv count 3, maximum level of the CTS H-tree 3, Worst path top cell family by delay AND-OR/OR-AND gates, Post-synth EDFFs 0, Startpoint Class input pin, Int Pwr 1230 uW, HP Class register to register, Yosys reg bits 83, I/O Pins 666, final routed DRC violation total 0, Clock Sinks 83, HP Start step_r, Reg power frac 18.2%, ys async rst share 85.5%, MaxCap Viol Count 0, fp util 13.5%, setup repair bufs after CTS 0, Final Hold Fails 0, commonest non-fill, non-tap cells in the layout clkdlybuf4s50_1, o21ai_0, nand2_1, drt first pass iters 9, DR top layer met5, DP Wirelength 65200 um, WHS Endpoint step_2r, Die X 270 um, hold depth 0, # resized after CTS 0, vias in the first global route 12000, Synth cell types 64, peak supply drop 85.4 uV, slowest CP cell a2111oi_0, Worst-Margin Slew 1.07 ns, port bufs 638, tool warnings 35, Final Cycle Share 77.4%, CTS Buf Count 9, Dominant flop cell dfrtp_1, largest net degree at the start of global routing 68, Crit Path Class input pin to output pin, yosys cell count 1034, Slew Limit Fails 0, grt ovf 0, Detailed Route Iter0 Violations 944, RSZ-0062 raised after global routing false, R2R depth 9, clk buf depth 2, CTS Hold Bufs 0, highest-count logic cell in the final layout clkdlybuf4s50_1, layout cells sized above 1 9.05%, WL met2 35900 um, yosys synthesis chip area 8330 um^2, GPL Wtd Cong 0.956, Comb pwr share 65.2%, WL final 76500 um, first-pass GRT wire length 101000 um, syn_area_per_cell 8.05 um^2, Via density 4.64, vias 11500, Synth-to-Final Area Change 91.6%, FP Rows 91, Synth warnings 1, mapped cell area 8330 um^2, die height 270 um, Crit Path Max Fanout 1, post-route setup TNS 0 ns, clock root cell clkbuf_16, Routed met3 length 8560 um, Worst EP arrival 5.23 ns, max_slew headroom 26.9%, GR Util All Layers 20.3%, Finish-stage setup viols 0
final cells by class:
class | count | area, um^2
Fill cell | 6616 | 45900
Timing Repair Buffer | 680 | 6700
Multi-Input combinational cell | 803 | 5660
Sequential cell | 83 | 2040
Tap cell | 837 | 1050
Clock buffer | 13 | 260
Inverter | 42 | 158
Clock inverter | 3 | 46.3
Antenna cell | 14 | 35.0
worst reg2reg max path: stages, from the launching register on:
cell     delay [ns]
dfxtp_1        0.33
xnor2_1        0.14
buf_4          0.19
fa_1           0.42
a21o_1         0.19
a21oi_1        0.20
nand3_1        0.09
o21ai_0        0.10
xnor2_1        0.16
nor2_1         0.05
cell usage after synthesis, drive strengths merged, types with 4 or more instances:
| master | number | area, um^2 |
|---|---|---|
| a2111oi | 13 | 120 |
| a211oi | 6 | 45.0 |
| a21boi | 6 | 45.0 |
| a21oi | 34 | 170 |
| a221o | 29 | 290 |
| a221oi | 56 | 490 |
| a222oi | 44 | 440 |
| a22oi | 58 | 435 |
| a311oi | 6 | 52.6 |
| a31oi | 20 | 125 |
| and2 | 10 | 62.6 |
| and3 | 5 | 31.3 |
| buf | 58 | 360 |
| clkbuf | 74 | 278 |
| dfrtp | 52 | 1300 |
| dfstp | 19 | 499 |
| dfxtp | 12 | 240 |
| ha | 18 | 225 |
| inv | 42 | 158 |
| mux2 | 63 | 709 |
| mux2i | 4 | 40.0 |
| nand2 | 91 | 342 |
| nand2b | 4 | 25.0 |
| nand3 | 22 | 110 |
| nand4 | 5 | 31.3 |
| nor2 | 54 | 203 |
| nor2b | 4 | 32.5 |
| nor3 | 7 | 35.0 |
| o211ai | 13 | 97.6 |
| o21ai | 114 | 571 |
| o221ai | 15 | 131 |
| o22ai | 10 | 62.6 |
| o31ai | 6 | 45.0 |
| xnor2 | 17 | 149 |
| xor2 | 10 | 87.6 |
cell families after synthesis:
logic type / share of synthesized area, %
muxes: 9.00
AOI/OAI and AO/OA: 39.7
DFF: 24.5
and+or+nand+nor: 11.4
other: 0.0450
xor gates and xnor gates: 2.84
adders and majority gates: 2.94
buffers and inverters: 9.56
sequential cells by signal, summed over array words and instances (netlist names), 2 cells and up:
register and flops:
check_r 2, cnt 20, in_2r 2, cnt_ah_plr 2, in_r 5, out1_r 32
cnt_al_plr 3, cnt_m_rf 5, out0_r 5
how the worst max path moves through the flow:
| stage | start | endpoint | slack, ns | cells past startpoint |
|---|---|---|---|---|
| 6_report | a[5] | seg[1] | 2.05 | 10 |
| 5_1_grt | cnt_al_plr[0] | seg[1] | 1.88 | 13 |
| 4_1_cts | cnt_al_plr[0] | seg[0] | 2.08 | 12 |
stage by stage:
step	setup WS, ns	cells	hold slack [ns]	cell area [um^2]	utilization, %
3_5_place_dp	2.11	2445	0.340	15600	25.3
6_report	2.05	2475	0.348	16000	25.8
4_1_cts	2.08	2461	0.347	15900	25.7
3_3_place_gp	2.06	2445	0.333	15600	25.3
5_1_grt	1.88	2469	0.367	15900	25.8
2_1_floorplan	3.83	1060	0.324	8430	-
per-layer routing:
metal	up-vias	GRT usage, %
met5	-	1.15
met4	38	3.58
met3	91	9.34
met2	625	32.9
met1	5514	24.6
li1	5215	-
power groups by stage:
stage	sequential (uW)	combinational, uW	clock [uW]
final	431	1540	392
after CTS	431	1570	410
after global routing	435	1650	423
Power is estimated from default activity; no workload was simulated.
