**/design/flow/design.v**
```verilog
module Registers(
    input wire clk,we,
    input wire [4:0] wa, ra0, ra1, ra2,
    input wire [31:0] wd, 
    output wire [31:0] rd0, rd1, rd2
    );
    reg [31:0] regfile[0:31];
    initial begin
        regfile[0] = 0;
    end
    assign  rd0 = regfile[ra0],
            rd1 = regfile[ra1],
            rd2 = regfile[ra2];
    always @ (posedge clk)begin
        if(we && wa != 0)
            regfile[wa] <= wd;
    end
endmodule
```
**/design/flow/run.sh**
```bash
#!/bin/bash
# OpenROAD 26Q1-2900-gdf79404cd8, Yosys 0.63+post, stock flow scripts
make -C /OpenROAD-flow-scripts/flow DESIGN_CONFIG=/design/flow/config.mk WORK_HOME=/design/flow/orfs finish
```
**/design/flow/config.mk**
```make
export PLATFORM = sky130hd
export DESIGN_NAME = Registers
export DESIGN_NICKNAME = Registers
export VERILOG_FILES = /design/flow/design.v
export SDC_FILE = /design/flow/constraint.sdc
export NUM_CORES = 4
export LEC_CHECK = 1
export CORE_UTILIZATION = 50
```
**/design/flow/constraint.sdc**
```tcl
current_design Registers

set clk_period 6.6
set clk_io_pct 0.2

create_clock -name clk0 -period $clk_period [get_ports {clk}]

set non_clock_inputs [all_inputs -no_clocks]
set_input_delay [expr $clk_period * $clk_io_pct] -clock clk0 $non_clock_inputs
set_output_delay [expr $clk_period * $clk_io_pct] -clock clk0 [all_outputs]
```
==> deck_impl_summary.md <==
Key Metrics from the Run

Synth
  – Yosys chip area: 57680 µm²
  – Cell Type Count: 24
  – EDFF count, synth: 1024
  – Fraction of registers with async set/reset: 0
  – Synth top area cells: edfxtp_1 (53%), mux2i_1 (27%), a22oi_1 (3.7%)
  – Avg Cell Area, Syn: 12.69 µm²
  – Yosys warns: 1
  – Synth Instances: about 4500
  – Yosys stat cell total: about 4500
  – Synth flops: 1024
  – Yosys top cell by instances: mux2i_1
  – Synthesized cell area: 57680 µm²
  – Top cells by count: mux2i_1 (1536), edfxtp_1 (1024), nand2_1 (292)
  – Most common reg cell: edfxtp_1
  – Cell type with the largest total area: edfxtp_1
  – Share of the synthesized area in the top cell type: 0.5331
  – Post-synth seq share: 0.5331

Critical path
  – CP Data Required Time: between 5 and 6 ns
  – Crit-path max FO: 44
  – Crit-path slowest cell: nor2b_4
  – Type of origin of the critical path: primary input
  – Top Family by Delay on Critical Path: buffers and inverters
  – Crit-path cells: clkdlybuf4s50_1 -> nor2b_4 -> buf_12 -> buf_12 -> a22o_1 -> nor3_1 -> a31oi_1 -> nand3_1 -> clkdlybuf4s50_1
  – Crit-path max cell delay: 0.71 ns
  – Worst setup EP type: primary output
  – Arrival @ worst endpoint: roughly 4.5 ns
  – Crit Path Category: primary input to primary output
  – CP Buf/Inv Count: 4

CTS
  – Clock slew at the register clock pins of the worst setup and hold paths: 0.06 ns
  – CTS Buf Count: 114
  – Clock buffer depth: 3
  – CTS root buf: clkbuf_16
  – Resized cells post-CTS: 0
  – CTS tree: done
  – Max H-tree Level: 3
  – Post-CTS Setup Inserts: 0
  – CTS Hold Bufs: 0
  – Clock sink total: 1024

STA
  – Final Max Slew Viols: 0
  – Setup Total Neg Slack: 0 ns
  – FMAX: 172.8 MHz
  – Fin crit share: 0.8767
  – Final Hold Violation Tally: 0
  – Slew Limit Headroom: 0.3861
  – Worst Tran Pin Value: 0.9209 ns
  – RSZ-0062 raised after global routing: no
  – Final setup violation count: 0
  – Post-layout min period: around 5.8 ns

Layout
  – Max FFs per register: 1024
  – Number of fill cells: 9060
  – Largest Register: regfile
  – Biggest regs: regfile: 1024 flops
  – Area grow syn2layout: 13.06%
  – Share of layout cells above drive strength 1: 0.09398
  – Final Util: 0.5703

Routing
  – Routed wire length: between 200000 and 250000 µm
  – Per-cell routed wire length: 33.20 µm
  – Antenna Cells: 0
  – Drt drc: 0
  – Final ANT Viol Nets: 0
  – Via/cell ratio: 6.604
  – Drt pass-1 iters: 5
  – Initial DRC Count: 2963
  – Via count: 41607

Floorplan
  – Die width: 341.7 µm
  – Core Area: 114300 µm²
  – Die Area: 116700 µm²
  – Die Y: 341.7 µm
  – Fp util: 0.5045
  – Row cnt: 124
  – I/O Pins: 150

Outcome
  – Status: finished, final reports clean

Worst hold path
  – Hold crit path type: primary input to flop

GRT
  – Pin count of the biggest net entering global routing: ~90
  – Total gr overflow: 0
  – Gr usage total: 0.3855
  – Grt met2 use: 0.5350
  – Grt peak-use layer: met2
  – Number of global-route vias before repair: 42249
  – Met3 usage: 0.2392
  – Antenna violations before repair: 4
  – M1 GR Usage: 0.5099
  – First-pass GRT wire length: 295100 µm

Pwr
  – Psw: roughly 4.0 mW
  – Comb power frac: 0.130
  – Clock power frac: 0.408
  – LEAKAGE: 25.24 nW
  – Pint: 11.82 mW
  – Switching share of power: 0.2523
  – Pwr dens: 242.3 nW/µm²
  – Power share of the sequential group: 0.463
  – Max VDD drop: 0.2018 mV
  – Tot Pwr: 15.80 mW

Place
  – Gpl congestion: 0.9325
  – Dpl hpwl: 123200 µm
  – Buffers on Ports: 149

Flow run
  – Tool warning count: 26
  – Max cap viols: 0
-- power groups by stage --
stage | clock (mW) | sequential (mW) | combinational [mW]
CTS | 6.48 | 7.31 | 2.01
global route | 6.74 | 7.32 | 2.14
finish | 6.44 | 7.31 | 2.05
-- placed cells by master, fill, tap and decap left out, types with 3 or more instances in the layout --
| cell | synthesis | routed |
|---|---|---|
| nor3_1 | 96 | 96 |
| clkinv_1 | 0 | 26 |
| a22oi_1 | 288 | 288 |
| nand2_1 | 292 | 289 |
| nand2_2 | 0 | 3 |
| buf_8 | 0 | 3 |
| edfxtp_1 | 1024 | 1024 |
| clkinv_2 | 0 | 20 |
| clkinvlp_4 | 0 | 5 |
| clkdlybuf4s50_1 | 0 | 146 |
| a22o_1 | 192 | 192 |
| and2_4 | 0 | 3 |
| a31oi_1 | 96 | 96 |
| nor2b_4 | 0 | 6 |
| clkbuf_1 | 101 | 28 |
| nand2b_2 | 0 | 6 |
| or2_2 | 3 | 3 |
| nand3_1 | 290 | 290 |
| conb_1 | 1 | 32 |
| nand3b_1 | 5 | 5 |
| clkbuf_16 | 0 | 119 |
| mux2i_1 | 1536 | 1536 |
| a21oi_1 | 288 | 288 |
| buf_12 | 0 | 45 |
| nor2_4 | 0 | 34 |
| or3b_2 | 3 | 3 |
| bufinv_16 | 0 | 13 |
| buf_4 | 73 | 185 |
-- stage by stage --
stage	hold slack, ns	area, µm²	std cells	worst slack [ns]
5_1_grt	1.452	65220	6300	0.7379
3_5_place_dp	2.151	61490	6087	0.9122
4_1_cts	1.411	65220	6300	0.8963
3_3_place_gp	2.160	61490	6087	0.9396
6_report	1.435	65220	6300	0.8138
2_1_floorplan	1.419	57800	4575	2.860
-- worst paths after layout --
kind,start,endpoint,slack (ns),cells after the start
max,ra2[0],rd2[12],0.81,9
min,wd[26],regfile[13][26],1.44,2
-- area by class of cell --
type / instances / area [µm²] / area share
timing repair buffer: 379 / 3796 / 0.05821
clock inverter: 66 / 643.1 / 0.009861
clock buffer: 147 / 3083 / 0.04727
sequential: 1024 / 30750 / 0.4715
multi-input combinational: 3172 / 25050 / 0.3841
tap: 1512 / 1892 / 0.02901
-- cell families (layout without fill, tap and decap cells) --
family                 count (synthesis)  count (layout)  share of synthesized area
flip-flops                          1024            1024                     0.5331
multiplexers                        1536            1536                     0.2665
buffers and inverters                379             592                    0.04035
AND/OR/NAND/NOR                      740             740                    0.05794
other                                  1              32                 0.00006501
AND-OR/OR-AND                        864             864                     0.1020
-- metal layers --
| metal | vias to the layer above | part of all wire |
|---|---|---|
| li1 | 18200 | - |
| met4 | 12 | 0.053 |
| met1 | 20163 | 0.35 |
| met5 | - | 0.00063 |
| met2 | 2652 | 0.43 |
| met3 | 580 | 0.16 |
Power and IR drop assume default switching activity.
