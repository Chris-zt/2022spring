[./design.v]
`timescale 1ns / 1ps
module register_file #(parameter WIDTH = 32)
    (input clk,
    input [4:0] ra0, ra1, wa,
    input we,
    input [WIDTH - 1:0] wd,
    output [WIDTH - 1:0] rd0, rd1
    );
    reg [WIDTH - 1:0] regfile [31:0];
    assign rd0 = regfile[ra0];
    assign rd1 = regfile[ra1];
    always @(posedge clk) begin
        if(we)  regfile[wa] <= wd;
    end
endmodule
[./run.sh]
#!/bin/bash
# OpenROAD 26Q1-2900-gdf79404cd8, Yosys 0.63+post, stock flow scripts
make -C /OpenROAD-flow-scripts/flow DESIGN_CONFIG=/design/flow/config.mk WORK_HOME=/design/flow/orfs finish
[./config.mk]
export PLATFORM = sky130hd
export DESIGN_NAME = register_file
export DESIGN_NICKNAME = register_file
export VERILOG_FILES = /design/flow/design.v
export SDC_FILE = /design/flow/constraint.sdc
export NUM_CORES = 4
export LEC_CHECK = 1
export CORE_UTILIZATION = 50
[./constraint.sdc]
current_design register_file

set clk_period 8.5
set clk_io_pct 0.2

create_clock -name clk0 -period $clk_period [get_ports {clk}]

set non_clock_inputs [all_inputs -no_clocks]
set_input_delay [expr $clk_period * $clk_io_pct] -clock clk0 $non_clock_inputs
set_output_delay [expr $clk_period * $clk_io_pct] -clock clk0 [all_outputs]
==> run summary <==
I/O pin cnt -> 113
Log Warnings -> 30
Slew @ Worst Pin -> 1070 ps
Final GP Congestion -> 0.883
gr usage total -> 34.8%
hold_buf cts -> 0
CTS Buf Count -> 107
Vias -> 31400
met1 GRT Util -> 44.6%
cell count after synthesis -> 3386
first-pass GRT wire length -> 223000 um
CORE AREA -> 96700 um2
post-route setup TNS -> 0 ps
Antenna diodes -> 0
Crit path largest cell delay -> 740 ps
residual antenna-violating net count after detailed routing -> 0
min-delay worst type -> input port to flop
Die Span X -> 314 um
f_max -> 154 MHz
final tally of hold violations -> 0
max reg flops -> 1024
worst path cell trace -> clkdlybuf4s50_1 -> nor2_4 -> buf_12 -> a22o_1 -> nor3_1 -> a31oi_1 -> nand3_1 -> clkdlybuf4s50_1
# setup viols final -> 0
GRT overflow -> 0
CTS tree -> yes
post-CTS setup buffer count -> 0
Biggest register -> regfile
RSZ-0062 raised after global routing -> false
Yosys chip area -> 48800 um2
grt peak-use layer -> met2
CTS max path bufs -> 3
MaxCap Viol Count -> 0
crit path max fanout -> 73
Slew headroom -> 28.8%
Slew Viols, Final -> 0
Rows -> 114
clock transition time at the flip-flop clock pins of the worst setup and hold paths -> 60 ps
fp_density -> 50.5%
ys async rst share -> 0%
status -> complete, no violations
vias in the first global route -> 32900
routed wire length per instance -> 32.4 um
Pleak -> 20.1 nW
Yosys warnings -> 1
# Cells Yosys -> 3386
Design Area, Final -> 54800 um2
Placement Setup Slack -> 2030 ps
clock root buffer -> clkbuf_16
CP arrival -> 4810 ps
buffers and inverters on the worst path -> 3
Unique cell types -> 23
die area -> 98800 um2
Power Density -> 207 nW/um2
largest net degree at the start of global routing -> 107
crit path DRT -> 6800 ps
CP Class -> input port to output port
sw power -> 2.60 mW
top cells, area -> edfxtp_1 (63%), mux2i_1 (21%), a22oi_1 (3.0%)
post-route worst setup slack -> 1990 ps
most used flip-flop cell after synthesis -> edfxtp_1
fillcell total -> 7287
Avg Synthesized Cell Area -> 14.4 um2
leading area contributor after synthesis -> edfxtp_1
H-Tree Depth -> 3
CP max-delay cell -> nor2_4
clock sink total -> 1024
die height -> 314 um
DRC -> 0
area share, top type -> 63.0%
post-route core utilization -> 56.7%
initial antenna violation count -> 2
internal power -> 8.75 mW
Total Wirelength -> 156000 um
fin crit period -> 6510 ps
Initial DRT Pass Iterations -> 6
# port buffers -> 112
Seq share, synth -> 63.0%
met2 Usage GRT -> 48.7%
clock share of power -> 41.0%
Yosys reg bits -> 1024
Seq pwr share -> 49.8%
crit start category -> input port
cell area after synthesis -> 48800 um2
share of cells above drive strength 1 -> 8.86%
met3 Usage GRT -> 25.2%
CP most frequent cell -> clkdlybuf4s50_1
DRT iter0 DRCs -> 2252
DP Area -> 51300 um2
maximum VDD drop -> 155 uV
post-DP HPWL -> 83500 um
delay-heaviest family, CP -> buffers and inverters
synth cell count leaders -> edfxtp_1 (1024), mux2i_1 (1024), nand2_1 (195)
vias per cell -> 6.49
overall power -> 11.3 mW
endpoint class of the critical path -> output port
flip-flops with a built-in enable -> 1024
Area growth syn-to-layout -> 12.4%
Switching Share -> 22.9%
period utilization -> 76.6%
CTS resizes -> 0
Combinational Power Share -> 9.3%
Regs by FF count -> regfile: 1024 flops
metal layers:
layer	share of wire [%]	wire length, um	vias to the layer above
li1	-	-	13600
met1	34	53200	15300
met2	44	69500	2204
met3	17	27200	353
met4	4.1	6390	8
met5	0.076	119	-
power groups by stage:
stage	clock network (mW)	logic [mW]	registers, mW
after CTS	4.70	1.04	5.64
after global routing	4.90	1.11	5.65
final	4.65	1.05	5.64
stage by stage:
stage                     hold slack (ps)  std cells
final                                1830       4833
after global routing                 1850       4833
after CTS                            1810       4833
after detailed placement             2530       4635
after global placement               2540       4635
after floorplan                      1800       3386
worst paths after layout:
| path | startpoint | endpoint | slack, ps | depth (start not counted) |
|---|---|---|---|---|
| max | ra1[2] | rd1[13] | 1990 | 8 |
| min | wd[8] | regfile[10][8] | 1830 | 2 |
logic make-up after synthesis:
logic type      count (synthesis)  share of synthesized area [%]
mux                          1024                           21.0
flops                        1024                           63.0
compound gates                576                           8.04
simple gates                  509                           4.71
buf+inv                       253                           3.21
placed cells by master, fill, tap and decap left out, types with 2 or more instances in the layout:
cell	synthesis	routed
bufinv_16	0	13
nand2_1	195	193
clkdlybuf4s50_1	0	110
clkinv_8	0	2
nand3_1	194	194
nand3b_1	5	5
and2_4	0	2
buf_12	0	18
mux2i_1	1024	1024
a21oi_1	192	192
or2_2	2	2
a22o_1	128	128
clkinv_2	0	17
buf_4	47	96
nand2_2	0	2
clkinv_1	0	26
nor2_4	0	34
or3b_2	3	3
nand2b_2	0	4
clkinv_4	0	3
inv_6	0	3
clkbuf_1	86	24
a22oi_1	192	192
a31oi_1	64	64
buf_8	0	2
clkbuf_16	0	109
edfxtp_1	1024	1024
nor2b_4	0	4
nor3_1	64	64
final cells by class:
type                       instances  area (um2)  area share (%)
clock buffer                     133        2820            5.14
sequential                      1024       30700            56.1
multi-input combinational       2109       16800            30.6
clock inverter                    65         666            1.21
timing repair buffer             226        2210            4.04
tap                             1276        1600            2.91
Power is estimated from default activity; no workload was simulated.
